$ cat flow/config.mk
export PLATFORM = sky130hd
export DESIGN_NAME = top
export DESIGN_NICKNAME = top
export VERILOG_FILES = /design/flow/design.v
export SDC_FILE = /design/flow/constraint.sdc
export NUM_CORES = 4
export LEC_CHECK = 1
export CORE_UTILIZATION = 30
$ cat flow/run.sh
#!/bin/bash
# OpenROAD 26Q1-2900-gdf79404cd8, Yosys 0.63+post, stock flow scripts
make -C /OpenROAD-flow-scripts/flow DESIGN_CONFIG=/design/flow/config.mk WORK_HOME=/design/flow/orfs finish
$ cat flow/constraint.sdc
current_design top

set clk_period 1.7
set clk_io_pct 0.2

create_clock -name clk0 -period $clk_period [get_ports {clk}]

set non_clock_inputs [all_inputs -no_clocks]
set_input_delay [expr $clk_period * $clk_io_pct] -clock clk0 $non_clock_inputs
set_output_delay [expr $clk_period * $clk_io_pct] -clock clk0 [all_outputs]
$ cat flow/design.v
`timescale 1ns / 1ps
module top(
    input wire clk,          
    input wire rst,
    output wire Hsync,
    output wire Vsync,
    output wire [3:0] vgaRed,
    output wire [3:0] vgaGreen,
    output wire [3:0] vgaBlue
);
    reg clk_25 = 0;
    reg [1:0] div_cnt = 0;
    always @(posedge clk or posedge rst) begin
        if (rst) begin
            clk_25 <= 0;
            div_cnt <= 0;
        end else begin
            div_cnt <= div_cnt + 1;
            if (div_cnt == 1) begin
                clk_25 <= ~clk_25;
                div_cnt <= 0;
            end
        end
    end
    wire video_on;
    wire [9:0] x, y;
    wire vsync_int;
    sync sync_inst(
        .clk(clk_25),
        .rst(rst),
        .hsync(Hsync),
        .vsync(vsync_int),
        .video_on(video_on),
        .x(x),
        .y(y)
    );
    assign Vsync = vsync_int;
    reg [9:0] sun_pos = 0;
    reg [9:0] moon_pos = 639;
    reg moon_active = 0;       
    always @(posedge vsync_int or posedge rst) begin
        if (rst) begin
            sun_pos <= 0;
            moon_pos <= 639;
            moon_active <= 0;
        end else begin
            if (!moon_active) begin
                if (sun_pos < 639) 
                    sun_pos <= sun_pos + 1;
               else begin
                    sun_pos <= 0;
                    moon_active <= 1;            
                    moon_pos <= 639;             
                end
                moon_pos <= 639;                  
            end else begin
                if (moon_pos > 0) 
                    moon_pos <= moon_pos - 1;
            else begin
                    moon_pos <= 0;
                    moon_active <= 0;                
                    sun_pos <= 0;
                end
                sun_pos <= 0;                         
            end
        end
    end
    localparam SUN_Y = 200;
    localparam MOON_Y = 200;
    wire ground = y > 400;
    wire sun_area = ((x - sun_pos)*(x - sun_pos) + (y - SUN_Y)*(y - SUN_Y)) < 900;  
    wire moon_outer = ((x - moon_pos)*(x - moon_pos) + (y - MOON_Y)*(y - MOON_Y)) < 625;  
    wire moon_cutout = ((x - (moon_pos + 10))*(x - (moon_pos + 10)) + (y - MOON_Y)*(y - MOON_Y)) < 400;  
    wire moon_area = moon_outer & ~moon_cutout;
    wire is_day = (moon_active == 0);
    wire is_night = (moon_active == 1);
wire cloud1 = ( ((x-100)*(x-100) + (y-150)*(y-150)) < 900 ) ||  
              ( ((x-130)*(x-130) + (y-140)*(y-140)) < 625 ) ||  
              ( ((x-160)*(x-160) + (y-150)*(y-150)) < 900 );   
wire star1 = ((x-50)*(x-50) + (y-50)*(y-50)) < 9;     
wire star2 = ((x-200)*(x-200) + (y-100)*(y-100)) < 9;
wire star3 = ((x-300)*(x-300) + (y-80)*(y-80)) < 9;
wire star4 = ((x-400)*(x-400) + (y-60)*(y-60)) < 9;
wire star5 = ((x-500)*(x-500) + (y-90)*(y-90)) < 9;
wire star6 = ((x-600)*(x-600) + (y-70)*(y-70)) < 9;
wire stars = star1 || star2 || star3 || star4 || star5 || star6;
wire tree_trunk1 = ((x >= 80) && (x <= 90) && (y >= 350) && (y <= 410));
wire tree_crown1 = ((x-85)*(x-85)+(y-340)*(y-340) < 400);
    reg [3:0] red, green, blue;
always @* begin
    if (!video_on) begin
        red = 0; green = 0; blue = 0;  
    end 
    else if (is_day && sun_area) begin
        red = 4'hF; green = 4'hF; blue = 0;   
    end 
    else if (is_night && moon_area) begin
        red = 4'hF; green = 4'hE; blue = 2;  
    end 
    else if (is_day && cloud1) begin
        red = 4'hF; green = 4'hF; blue = 4'hF;  
    end 
    else if (is_night && stars) begin
        red = 4'hF; green = 4'hF; blue = 4'hF;  
    end 
    else if (tree_trunk1) begin
        if (is_day) begin
            red = 4; green = 2; blue = 0;         
        end else begin
            red = 2; green = 1; blue = 0;         
        end
    end
    else if (tree_crown1) begin
        if (is_day) begin
            red = 1; green = 14; blue = 2;        
        end else begin
            red = 1; green = 6; blue = 2;         
        end
    end 
    else if (is_day && ground) begin
        red = 0; green = 4'hF; blue = 0;           
    end 
    else if (is_day) begin
        red = 4'hB; green = 4'hD; blue = 4'hF;     
    end 
    else if (is_night && ground) begin
        red = 4'h6; green = 3'h3; blue = 0;        
    end 
    else begin
        red = 0; green = 0; blue = 4'h4;           
    end
end
    assign vgaRed = red;
    assign vgaGreen = green;
    assign vgaBlue = blue;
endmodule
`timescale 1ns / 1ps
module sync(
    input  wire clk,        
    input  wire rst,
    output reg hsync,
    output reg vsync,
    output wire video_on,
    output wire [9:0] x,
    output wire [9:0] y
);
    parameter H_TOTAL       = 800;
    parameter H_SYNC_START  = 656;
    parameter H_SYNC_END    = 752;
    parameter H_VISIBLE     = 640;
    parameter V_TOTAL       = 525;
    parameter V_SYNC_START  = 490;
    parameter V_SYNC_END    = 492;
    parameter V_VISIBLE     = 480;
    reg [9:0] h_count = 0;
    reg [9:0] v_count = 0;
    always @(posedge clk or posedge rst) begin
        if (rst) begin
            h_count <= 0;
            v_count <= 0;
        end else begin
            if (h_count == H_TOTAL - 1) begin
                h_count <= 0;
                if (v_count == V_TOTAL - 1)
                    v_count <= 0;
                else
                    v_count <= v_count + 1;
            end else begin
                h_count <= h_count + 1;
            end
        end
    end
    always @(posedge clk or posedge rst) begin
        if (rst) begin
            hsync <= 1;
            vsync <= 1;
        end else begin
            hsync <= ~((h_count >= H_SYNC_START) && (h_count < H_SYNC_END));
            vsync <= ~((v_count >= V_SYNC_START) && (v_count < V_SYNC_END));
        end
    end
    assign video_on = (h_count < H_VISIBLE) && (v_count < V_VISIBLE);
    assign x = h_count;
    assign y = v_count;
endmodule
==> flow_metrics.py <==
# Auto-generated metrics
metrics = {
    "run_status": {
        "status": "complete, no violations",
    },
    "timing": {
        "fin_skew_ps": 1.44,
        "tns_ps": 0,
        "finalClockPeriodUsage_pct": 45.3,
        "drv_slew": 0,
        "slew_headroom_pct": 31.8,
        "rsz0062_at_grt": "no",
        "untimed_endpoints": 57,
        "worst_pin_slew_ps": 1020,
        "period_needed_ps": 770,
        "clock.fmax_mhz": 1300,
        "unclocked_pins": 43,
        "hold_violations": 0,
        "setup_violations": 0,
    },
    "layout": {
        "num-fill-cells": 37200,
        "final_common_cell": "inv_1",
        "combGateArea_um2": 92500,
        "areaGrowthSynthToFinish_pct": 6.23,
        "regArea_um2": 1190,
        "fin_area_um2": 115000,
        "mostFrequentLayoutCells": "inv_1 (3662), fa_1 (2820), ha_1 (1197)",
        "layout-drive-gt1-share_pct": 2.25,
    },
    "detailed_routing": {
        "via_count": 74300,
        "drt_iter0_markers": 3184,
        "antenna_left": 0,
        "drt-vias-per-instance": 4.48,
        "drtPass1Iterations": 6,
        "wl_per_cell_um": 16.9,
        "routed_wirelength_um": 280000,
        "drc": 0,
    },
    "global_routing": {
        "grt_pass1_wl_um": 455000,
        "grt_overflow": 0,
        "antenna_found_initial": 9,
        "track_usage_pct": 17.0,
        "grt_start_max_net_pins": 54,
        "first_global_vias": 80900,
    },
    "floorplan": {
        "die_h_um": 603,
        "core_area_um2": 359000,
        "fp_util_pct": 30.2,
        "dieArea_um2": 364000,
        "ios": 16,
        "num_rows": 220,
        "die_w_um": 603,
    },
    "synthesis": {
        "synthArstFlopShare_pct": 100,
        "yosysChipArea_um2": 108000,
        "syn_avg_cell_area_um2": 9.17,
        "synth-seq-cells": 46,
        "edf_count": 0,
        "syn-cell-area_um2": 108000,
        "seq_area_frac_synth_pct": 1.07,
        "netlist_instances": 11800,
        "ys_warn_count": 2,
        "synth_cell_types": 94,
        "synth_top_flop_cell": "dfrtp_1",
        "ys_cells": 11800,
    },
    "critical_path": {
        "worst-setup-path-type": "flop to flop",
        "crit_family": "flip-flops",
        "crit_path_max_incr_delay_ps": 360,
        "path_buffers": 0,
        "end_kind": "flop",
        "path_max_fanout": 2,
        "required_ps": 1810,
        "cp_cell_sequence": "nand2b_1 > xnor2_1",
        "crit_arrival_ps": 880,
        "cp_slowest_cell": "dfrtp_1",
        "startpoint_type": "flop",
    },
    "cts": {
        "clock-root-buffer": "clkbuf_16",
        "cts_tree": "done",
        "cts_resized": 0,
        "cts_buffers": 3,
        "clk_pin_slew_ps": 30,
        "cts_hold_buf": 0,
        "worstSkewPairLatency_ps": 230,
        "cts_setup_buffers": 0,
        "h-tree-depth": 1,
        "cts_buffer_depth": 2,
    },
    "power_and_ir_drop": {
        "pwr-share-comb_pct": 79.8,
        "p_int_uw": 1130,
        "seq_power_share_pct": 3.3,
        "peakVddDrop_uv": 224,
        "switchingPower_uw": 1110,
        "pwr-share-clk_pct": 16.9,
        "power_switching_share_pct": 49.6,
        "power.density_nw_per_um2": 19.4,
        "leakagePower_uw": 0.0603,
    },
    "placed_design": {
        "io_buffers": 15,
        "post-dp-hpwl_um": 247000,
        "dpl-instance-area_um2": 115000,
        "place.gp.congestion": 0.980,
    },
    "flow_run": {
        "maxCapViolations": 0,
        "warning_count": 190,
    },
    "hold_path": {
        "hp-class": "input pin to asynchronous set/reset pin",
    },
}
-- layer usage --
layer	vias to the layer above	track usage [%]	wire (um)
met4	26	4.05	9290
met1	37100	22.2	110000
met2	2090	26.3	128000
li1	34600	-	-
met5	-	0.793	506
met3	413	7.80	32000
-- metrics by stage --
stage / total power (uW) / hold slack, ps / util, % / worst slack, ps / instances
after floorplan: 1370 / 417 / - / 289 / 11800
after global placement: 1880 / 488 / 32.0 / 883 / 16600
after detailed placement: 1880 / 459 / 32.0 / 933 / 16600
after CTS: 2270 / 290 / 32.0 / 920 / 16600
after global routing: 2510 / 299 / 32.0 / 895 / 16600
final: 2240 / 285 / 32.0 / 930 / 16600
-- synthesized netlist by cell type (20+ instances only) --
cell type,count,area share [%]
a211oi_1,35,0.24
nand2_1,913,3.2
a21oi_1,312,1.4
a21o_1,91,0.63
o21a_1,36,0.25
clkinv_1,55,0.19
xor2_1,82,0.66
nor4_1,37,0.21
xnor2_1,402,3.2
a31oi_1,45,0.26
a2111oi_0,20,0.16
o21ai_0,196,0.91
nand2b_1,114,0.66
or2_2,24,0.14
o21bai_1,43,0.30
mux2i_1,28,0.26
nand4_1,39,0.23
buf_1,37,0.13
nor2b_1,46,0.27
nor2_1,820,2.8
ha_1,1197,14
or3_1,22,0.13
inv_1,3666,13
nor3_1,83,0.38
dfrtp_1,36,0.83
nand3_1,70,0.32
and2_1,41,0.24
o211ai_1,24,0.17
clkbuf_1,156,0.54
fa_1,2820,52
o31ai_1,24,0.17
and3_1,35,0.20
-- layout make-up --
| type | instances | share of cell area [%] |
|---|---|---|
| Antenna cell | 7 | 0.0152 |
| Clock buffer | 4 | 0.0685 |
| Inverter | 3724 | 12.1 |
| Multi-Input combinational cell | 7850 | 80.4 |
| Sequential cell | 46 | 1.04 |
| Tap cell | 4773 | 5.19 |
| Timing Repair Buffer | 172 | 1.15 |
-- registers in the layout (all words and copies together) (netlist names) --
| register | count |
|---|---|
| sun_pos | 10 |
| sync_inst.h_count | 10 |
| sync_inst.v_count | 10 |
| moon_pos | 10 |
| moon_active | 1 |
| sync_inst.hsync | 1 |
| sync_inst.vsync | 1 |
| clk_25 | 1 |
| div_cnt | 2 |
-- cell families after synthesis --
kind of cell               count (synthesis)  share of synthesized area, %
buffers and inverters                   3920                          13.6
other                                      1                       0.00346
adders and majority gates               4017                          65.9
AOI/OAI and AO/OA                        996                          5.85
xor gates and xnor gates                 486                          3.95
and+or+nand+nor                         2307                          9.24
DFF                                       46                          1.07
muxes                                     37                         0.352
-- final timing paths --
kind | startpoint | end | slack, ps | cells after the start
max | div_cnt[1]$_DFF_PP0_ | clk_25$_DFFE_PP0P_ | 930 | 2
min | rst | div_cnt[1]$_DFF_PP0_ | 290 | 2
max reg2reg | div_cnt[1]$_DFF_PP0_ | clk_25$_DFFE_PP0P_ | 930 | 2
min reg2reg | div_cnt[0]$_DFF_PP0_ | div_cnt[0]$_DFF_PP0_ | 450 | 1
max in group asynchronous | rst | clk_25$_DFFE_PP0P_ | 1300 | 2
min in group clk0 | div_cnt[0]$_DFF_PP0_ | div_cnt[0]$_DFF_PP0_ | 450 | 1
-- power by group through the flow --
stage	combinational, uW	sequential, uW	clock, uW
finish	1780	73.0	379
global route	2050	72.9	387
CTS	1820	73.0	380
Power and IR drop assume default switching activity.
